==> flow/design.v <==
`timescale 1ns / 1ps
module adder(add, clk_N, rst, counter);
    parameter N = 4;
    input add;  
    input clk_N;  
    input rst;  
    output reg[N:0] counter;  
    initial begin
        counter = 0;
    end
    always@(negedge clk_N, negedge rst) begin
        if (rst == 0) begin
            counter <= 0;
        end else if (add) begin
            counter <= counter + 1;  
        end
    end
endmodule
`timescale 1ns / 1ps
module display(all, one, SEG, AN, clk, power);
    input clk;  
    input [9:0]all;  
    input [4:0]one;  
    output [7:0]SEG;  
    output reg[7:0]AN;  
    input power;
    parameter NONE = 8'b11111111;  
    reg [3:0]show;
    reg [3:0]Seg_RAM[7:0];
    reg [3:0]control;
    initial begin
        control <= 0;
    end
    pattern patt(.code(show), .patt(SEG));
    always@(posedge clk) begin
        control <= (control + 1) % 8;
    end
    always @(posedge clk) begin
        case (control)
        0:AN <= 8'b11111110;
        1:AN <= 8'b11111101;
        4:AN <= 8'b11101111;
        5:AN <= 8'b11011111;
        6:AN <= 8'b10111111;
        default: AN <= NONE;
        endcase
    end
    always @(posedge clk) begin
        if (power) begin
            case (control)
            0:show <= Seg_RAM[0];
            1:show <= Seg_RAM[1];
            4:show <= Seg_RAM[4];
            5:show <= Seg_RAM[5];
            6:show <= Seg_RAM[6];
            default: show <= 4'b0000;
            endcase
        end else begin
            show <= 4'b1111; 
        end
    end
    always@(posedge clk) begin
        Seg_RAM[0] <= one % 10;
        Seg_RAM[1] <= one / 10;
        Seg_RAM[4] <= all % 10;
        Seg_RAM[5] <= (all / 10) % 10;
        Seg_RAM[6] <= all / 100;
    end
endmodule
`timescale 1ns / 1ps
module divider(click, clk_N);
    input click;  
    output reg clk_N;  
    parameter N = 100_000_000;  
    reg [31:0] counter;  
    initial begin
        counter <= 0;
        clk_N <= 0;
    end
    always@(posedge click)begin
        counter = counter + 1;
        if (counter >= N) begin
            counter <= 0;
            clk_N <= ~clk_N;
        end
    end
endmodule
`timescale 1ns / 1ps
module main(clock, power_btn, red, green, input_num, SEG, AN, LED, change, err, check, next_btn, next_on, full);
    parameter END = 0;
    parameter CHECK = 1;
    parameter ADD = 2;
    parameter CHANGE = 3;
    parameter BIGN = 10_000_000;
    reg [1:0] state;  
    output full;
    input next_btn;  
    input clock;  
    input power_btn;  
    input [4:0]input_num;  
    output red, green;
    output [5:0]LED;
    output [7:0]SEG;
    output [7:0]AN;
    output err;  
    output check;
    output next_on;
    output change;
    assign full = (ones == finished_one) & power & (state == CHANGE || state == ADD);
    assign next_on = next_box & power;
    assign check = (state == CHECK) & power;
    assign change = (state == CHANGE);
    assign LED[4:0] = ones & {power, power, power, power, power};
    assign err = error;
    assign green = power & (state != END);
    assign red = power & (state == END) & ~next_box;
    wire clk_N;
    wire [4:0] finished_one;  
    reg [4:0] ones;  
    wire [9:0] finished_all;  
    reg [9:0] max_all;
    reg power;  
    wire flash;  
    reg rst;  
    assign LED[5] = clk_N & add & power;  
    reg _full;
    reg add;
    reg error;  
    reg next_box;
    divider #(100_000)display_clk(.click(clock), .clk_N(flash));  
    divider #(BIGN)div(.click(clock), .clk_N(clk_N));  
    adder#(.N(4))one_bottle(.add(add & (state != END)), .clk_N(clk_N), .rst(power & ~_full), .counter(finished_one));
    adder#(.N(9))all_bottle(.add(add & ~_full & (state != END)), .clk_N(clk_N), 
                            .rst(power & rst),
                            .counter(finished_all));
    display dis(.all(finished_all), .one(finished_one), .SEG(SEG), .AN(AN), .clk(flash), .power(power));
    initial begin
        state <= CHECK;
        power <= 0;
        add <= 0;
        rst <= 1;
        ones <= 0;
        error <= 0;
        max_all <= 0;
        next_box <= 0;
        _full <= 0;
    end
    always@(posedge clk_N)begin
        if (power) begin
            case (state)
            CHECK: begin
                rst <= 1;
                ones = 0;
                if (input_num > 20 || input_num == 0) begin
                    error <= 1;
                    state <= CHECK;
                end else begin
                    error <= 0;
                    state <= ADD;
                    ones = input_num;
                    max_all = ones * 40;
                end
            end
            ADD: begin
                _full <= 0; 
                if (finished_one == ones) begin
                    add = 0;
                    state = CHANGE;
                end else begin
                    add = 1;
                    state = ADD;
                end
            end
            CHANGE: begin
                _full = 1;
                if (finished_all == max_all)begin
                    state <= END;
                end
                else begin
                    state <= ADD;
                end
            end
            END: begin
                _full <= 0;
                if (next_box == 1) begin
                    state <= CHECK;
                    add = 0;
                    rst = 0;
                    error = 0;
                    ones <= 0;
                end else begin
                    state <= END;
                end
            end
            default: begin
                state <= CHECK;
            end
            endcase
        end else begin
            state = CHECK;
            add = 0;
            rst = 0;
            error = 0;
            ones <= 0;
            _full <= 0;
        end
    end
    always@(posedge power_btn) begin
        power <= ~power;
    end
    always@(posedge next_btn)begin
        if (power == 0) begin
            next_box <= 0;
        end else if (next_box == 0)begin
            next_box <= 1;
        end else begin
            next_box <= 0;
        end
    end
endmodule
`timescale 1ns / 1ps
module pattern(code, patt);
    parameter num00 = 4'b0000;
    parameter num01 = 4'b0001;
    parameter num02 = 4'b0010;
    parameter num03 = 4'b0011;
    parameter num04 = 4'b0100;
    parameter num05 = 4'b0101;
    parameter num06 = 4'b0110;
    parameter num07 = 4'b0111;
    parameter num08 = 4'b1000;
    parameter num09 = 4'b1001;
    parameter dec00 = 8'b11000000;
    parameter dec01 = 8'b11111001;
    parameter dec02 = 8'b10100100;
    parameter dec03 = 8'b10110000;
    parameter dec04 = 8'b10011001;
    parameter dec05 = 8'b10010010;
    parameter dec06 = 8'b10000010;
    parameter dec07 = 8'b11111000;
    parameter dec08 = 8'b10000000;
    parameter dec09 = 8'b10011000;
    input [3:0] code;  
    output reg [7:0] patt;  
    initial begin
        patt <= 8'b11111111;
    end
    always @(code)
    begin
        case(code)
            num00: patt = dec00;
            num01: patt = dec01;
            num02: patt = dec02;
            num03: patt = dec03;
            num04: patt = dec04;
            num05: patt = dec05;
            num06: patt = dec06;
            num07: patt = dec07;
            num08: patt = dec08;
            num09: patt = dec09;
            default: patt = 8'b11111111;
        endcase
    end
endmodule
==> flow/run.sh <==
#!/bin/bash
# OpenROAD 26Q1-2900-gdf79404cd8, Yosys 0.63+post, stock flow scripts
make -C /OpenROAD-flow-scripts/flow DESIGN_CONFIG=/design/flow/config.mk WORK_HOME=/design/flow/orfs finish
==> flow/config.mk <==
export PLATFORM = sky130hd
export DESIGN_NAME = main
export DESIGN_NICKNAME = main
export VERILOG_FILES = /design/flow/design.v
export SDC_FILE = /design/flow/constraint.sdc
export NUM_CORES = 4
export LEC_CHECK = 1
export CORE_UTILIZATION = 30
==> flow/constraint.sdc <==
current_design main

set clk_period 8.3
set clk_io_pct 0.2

create_clock -name clk0 -period $clk_period [get_ports {clock}]
create_clock -name clk1 -period $clk_period [get_ports {next_btn}]
create_clock -name clk2 -period $clk_period [get_ports {power_btn}]

set non_clock_inputs [all_inputs -no_clocks]
set_input_delay [expr $clk_period * $clk_io_pct] -clock clk0 $non_clock_inputs
set_output_delay [expr $clk_period * $clk_io_pct] -clock clk0 [all_outputs]
==> run summary <==
beginning of the worst register-to-register path: display_clk.counter[0]
number of logged tool warnings: 48
site row count: 61
proportion of synthesized chip area in sequential cells: 33.16%
number of vias in the routed layout: 7,243
required time of the critical path: 8160 ps
power density of the placed cells: 74.04 nW/um^2
Post-DRT Antenna Nets: 0
number of buffers added for setup after CTS: 0
Area growth, synth to finish: 11.32%
dominant cell by count in the synthesized netlist: sky130_fd_sc_hd__nor2_1
Total Neg Setup Slack: 0 ps
CTS clock-pin slew for the worst setup and hold paths: 50 ps
final estimated routing congestion in global placement: 0.8684
Core Density at Floorplan: 30.74%
final setup skew: 3.619 ps
layout cells sized above 1: 6.554%
TritonCTS Buffers: 9
Crit Path Max Fanout: 18
maximum number of pins on one net before global-route repair: 36
most used flip-flop cell: sky130_fd_sc_hd__dfxtp_1
number of search-and-repair iterations in the first detailed-routing pass: 4
Warnings, synthesis: 8
Top delay family on crit path: simple AND/OR/NAND/NOR gates
most area-consuming cells after synthesis: sky130_fd_sc_hd__dfxtp_1, sky130_fd_sc_hd__ha_1, sky130_fd_sc_hd__xnor2_1
number of instances in the synthesized netlist: 1,037
maximum buffer depth of the clock tree: 2
endpoints left unconstrained: 87
reg2reg setup slack: 4290 ps
count of buffer and inverter cells on the critical path: 0
Relative slew margins: 42.26%
final-report max-slew violation count: 0
average cell area after synthesis: 8.281 sq um
static leakage: 3.519 nW
clock tree from TritonCTS: built
Cell Chain, Critical Path: ha_1, nand3_1, nor2_1, and2_1, nor2b_1, nand2_1, nor4_1, and2_1, and3_1, a31oi_1, nor4_1, nand3_1
Hold Slack: 464.9 ps
first-iteration detailed-routing DRC count: 389
number of register pins that no clock reaches: 66
count of flip-flops with a built-in enable after synthesis: 9
Hold Fails Final Rpt: 0
transition at the pin with the smallest max-transition slack: 866.2 ps
number of antenna repair diodes: 0
post-cts sizing count: 0
Unique masters post-synth: 95
total routing resource utilization after global routing: 12.95%
die height: 171.2 um
DRC violations left: 0
YS chip area: 8587 sq um
antenna violations before repair: 0
tally of filler cells in the layout: 2,977
share of synthesized registers carrying an async set or reset: 11.19%
Routed WL: 18,180 um
number of storage elements in the synthesis netlist: 134
ys cells: 1,037
most used standard cells in the synthesized netlist: sky130_fd_sc_hd__nor2_1, sky130_fd_sc_hd__dfxtp_1, sky130_fd_sc_hd__nand2_1
cell chosen for the clock root: sky130_fd_sc_hd__clkbuf_16
H-tree Lvls: 3
leading area contributor after synthesis: sky130_fd_sc_hd__dfxtp_1
crit path DAT: 3870 ps
half-perimeter wire length of the detailed placement result: 13,730 um
total congestion overflow after global routing: 0
Worst Hold Class: reg -> reg
CP max stage delay: 560 ps
cell area after synthesis: 8587 sq um
CP startpoint kind: register
final core occ: 34.22%
chip footprint: 29,300 sq um
vias in the first global route: 6,434
# IOs: 37
endpoint kind of the worst setup timing path: register
IO buf count: 30
unrepaired setup endpoints after global routing: false
Peak VDD IR: 93.71 uV
global-route wire length before repair: 31,200 um
Min-Delay Startpoint: div.counter[0]
average wire per cell in the routed design: 12.57 um
number of failing setup endpoints in the final timing report: 0
DIE WIDTH: 171.2 um
crit path from: display_clk.counter[0]
area post-placement: 9299 sq um
slowest cell on the critical path: sky130_fd_sc_hd__nand3_1
post-DR vias/cell: 5.009
area share of the leading cell type in the synthesized netlist: 25.64%
kind of critical path: reg -> reg
count of maximum capacitance violations: 0
total non-filler cell area in the finished layout: 9559 sq um
Std-Cell Core Area: 27,930 sq um
hold-fix buffers at CTS: 0
outcome: finished, final reports clean
cells in the final DEF (no fill, tap or decap), types with 11 or more instances in the layout:
cell	netlist	final
sky130_fd_sc_hd__nor2b_1	16	16
sky130_fd_sc_hd__nand2_1	75	75
sky130_fd_sc_hd__a31oi_1	16	16
sky130_fd_sc_hd__o31ai_1	14	13
sky130_fd_sc_hd__dfrtn_1	15	15
sky130_fd_sc_hd__a21oi_1	60	60
sky130_fd_sc_hd__clkdlybuf4s50_1	0	30
sky130_fd_sc_hd__nand2b_1	11	11
sky130_fd_sc_hd__o21ai_0	45	45
sky130_fd_sc_hd__nor3_1	22	22
sky130_fd_sc_hd__o22ai_1	13	13
sky130_fd_sc_hd__dfxtp_1	110	110
sky130_fd_sc_hd__ha_1	38	38
sky130_fd_sc_hd__nor2_1	125	125
sky130_fd_sc_hd__xnor2_1	54	54
sky130_fd_sc_hd__nand3_1	41	41
sky130_fd_sc_hd__nor4_1	15	15
sky130_fd_sc_hd__xor2_1	29	29
sky130_fd_sc_hd__nand4_1	13	13
sky130_fd_sc_hd__and2_1	20	20
sky130_fd_sc_hd__inv_1	34	34
sky130_fd_sc_hd__and3_1	22	22
sky130_fd_sc_hd__conb_1	2	27
kinds of logic after synthesis:
family | count (synthesis) | synth area share (%)
other | 2 | 0.08746
AOI/OAI and AO/OA | 272 | 22.38
muxes | 13 | 1.603
and+or+nand+nor | 404 | 24.01
adders and majority gates | 40 | 5.887
DFF | 134 | 33.16
xor gates and xnor gates | 83 | 8.466
buffers and inverters | 89 | 4.400
report_power, final:
group          internal [W]  total (W)  switching [W]
registers          0.000348   0.000353     0.00000470
logic             0.0000101  0.0000233      0.0000132
clock network      0.000205   0.000332       0.000126
total              0.000564   0.000708       0.000144
layer usage:
layer  vias up  part of all wire, %  wire length (um)  GRT usage, %
met3        15                  3.1               566         1.382
met4         0                  1.1               204         1.359
met2       110                   43              7857         20.10
li1       3780                    -                 -             -
met5         -                    0                 0             0
met1      3338                   53              9548         20.26
sequential cells by signal, summed over array words and instances, names as in the netlist:
name	cells
all_bottle.counter	10
div.clk_N	1
one_bottle.counter	5
div.counter	32
add	1
power	1
ones	5
display_clk.clk_N	1
dis.Seg_RAM	18
display_clk.counter	32
SEG	7
max_all	7
state	2
next_box	1
rst	1
dis.control	3
dis.AN	5
_full	1
error	1
final timing paths:
check / cells past startpoint / to
setup / recovery: 12 / display_clk.clk_N
hold / removal: 1 / div.counter[0]
setup reg to reg: 12 / display_clk.clk_N
hold reg to reg: 1 / div.counter[0]
max in group clk1: 2 / next_box
max in group clk2: 1 / power
min in group clk1: 1 / next_box
min in group clk2: 1 / power
layout make-up:
class / instances / area, sq um / share of cell area, %
multi-input cells: 839 / 5460 / 57.12
well taps: 378 / 473.0 / 4.948
clock inverters: 3 / 17.52 / 0.1832
clock buffers: 11 / 242.7 / 2.539
repair buffers: 37 / 352.8 / 3.691
flip-flops and latches: 134 / 2848 / 29.79
inverters: 44 / 165.2 / 1.728
metrics by stage:
step                      cells  total power, W  worst slack [ps]
after detailed placement   1432       0.0003830              4269
after CTS                  1446       0.0007172              4259
after global placement     1432       0.0003827              4397
after global routing       1446       0.0007359              3875
after floorplan            1062       0.0003745              4783
final                      1446       0.0007078              4289
No activity file was given, so power comes from the tool's default toggle rates.
